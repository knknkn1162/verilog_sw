<file path="./config.mk">
export PLATFORM = sky130hd
export DESIGN_NAME = switch
export DESIGN_NICKNAME = switch
export VERILOG_FILES = /design/flow/design.v
export SDC_FILE = /design/flow/constraint.sdc
export NUM_CORES = 4
export LEC_CHECK = 1
export CORE_AREA = 10 10 102 102
export DIE_AREA = 0 0 112 112
</file>
<file path="./constraint.sdc">
current_design switch

set clk_period 3.0
set clk_io_pct 0.2

create_clock -name clk0 -period $clk_period [get_ports {clk}]

set non_clock_inputs [all_inputs -no_clocks]
set_input_delay [expr $clk_period * $clk_io_pct] -clock clk0 $non_clock_inputs
set_output_delay [expr $clk_period * $clk_io_pct] -clock clk0 [all_outputs]
</file>
<file path="./design.v">
module flopr_en #(
  parameter WIDTH = 32
) (
  input wire clk, i_sclr, i_en,
  input wire [WIDTH-1:0] i_a,
  output reg [WIDTH-1:0] o_y
);
  always @(posedge clk) begin
    if (i_sclr) begin
      o_y <= {WIDTH{1'b0}};
    end else if (i_en) begin
      o_y <= i_a;
    end
  end
endmodule
module counter_en #(
  parameter WIDTH = 4
) (
  input wire clk, i_sclr, i_en,
  output wire [WIDTH-1:0] o_cnt
);
  wire [WIDTH-1:0] w_cnt_0, w_cnt_1;
  flopr_en #(WIDTH) flopr_en0(
    .clk(clk),
    .i_sclr(i_sclr),
    .i_en(i_en),
    .i_a(w_cnt_0),
    .o_y(w_cnt_1)
  );
  assign w_cnt_0 = w_cnt_1 + 1'b1;
  assign o_cnt = w_cnt_1;
endmodule
module enable_gen #(
  parameter BIT_SIZE = 6
) (
  input wire clk, i_sclr,
  output wire o_en
);
  wire [BIT_SIZE-1:0] w_cnt;
  counter_en #(BIT_SIZE) counter_en0(
    .clk(clk),
    .i_sclr(i_sclr),
    .i_en(1'b1),
    .o_cnt(w_cnt)
  );
  assign o_en = (w_cnt == {BIT_SIZE{1'b1}}) ? 1'b1 : 1'b0;
endmodule
module bflopr_en (
  input wire clk, i_sclr, i_en,
  input wire i_a,
  output reg o_y
);
  always @(posedge clk) begin
    if (i_sclr) begin
      o_y <= 1'b0;
    end else if (i_en) begin
      o_y <= i_a;
    end
  end
endmodule
module bflopr (
  input wire clk, i_sclr,
  input wire i_a,
  output reg o_y
);
  always @(posedge clk) begin
    if (i_sclr) begin
      o_y <= 1'b0;
    end else begin
      o_y <= i_a;
    end
  end
endmodule
module btn_in #(
  parameter BIT_SIZE = 20
) (
  input wire clk, i_sclr,
  input wire i_bin,
  output wire o_bout
);
  wire w_en;
  wire w_bin1, w_bin2;
  wire w_bout;
  enable_gen #(BIT_SIZE) enable_gen0(
    .clk(clk),
    .i_sclr(i_sclr),
    .o_en(w_en)
  );
  bflopr_en bflopr_en0(
    .clk(clk),
    .i_sclr(i_sclr),
    .i_en(w_en),
    .i_a(i_bin),
    .o_y(w_bin1)
  );
  bflopr_en bflopr_en1(
    .clk(clk),
    .i_sclr(i_sclr),
    .i_en(w_en),
    .i_a(w_bin1),
    .o_y(w_bin2)
  );
  assign w_bout = ~w_bin1 & w_bin2 & w_en;
  bflopr bflopr0(
    .clk(clk),
    .i_sclr(i_sclr),
    .i_a(w_bout),
    .o_y(o_bout)
  );
endmodule
module toggle (
  input wire clk, i_sclr, i_en,
  output wire o_sw
);
  reg r_sw;
  always @(posedge clk) begin
    if (i_sclr) begin
      r_sw <= 1'b0;
    end else if (i_en) begin
      r_sw <= ~r_sw;
    end
  end
  assign o_sw = r_sw;
endmodule
module switch (
  input wire clk, i_sclr,
  input wire i_btn,
  output wire o_ledr
);
  parameter BIT_SIZE = 20;
  wire w_en;
  btn_in #(BIT_SIZE) btn_in0(
    .clk(clk),
    .i_sclr(i_sclr),
    .i_bin(i_btn),
    .o_bout(w_en)
  );
  toggle toggle0(
    .clk(clk),
    .i_sclr(i_sclr),
    .i_en(w_en),
    .o_sw(o_ledr)
  );
endmodule
</file>
<file path="./run.sh">
#!/bin/bash
# OpenROAD 26Q1-2900-gdf79404cd8, Yosys 0.63+post, stock flow scripts
make -C /OpenROAD-flow-scripts/flow DESIGN_CONFIG=/design/flow/config.mk WORK_HOME=/design/flow/orfs finish
</file>
==> impl_metrics.ini <==
; physical design summary
[timing]
timing.hold.ws_ns = 0.4229
fin_crit_sh_pct = 59.76
maxSlewViolCount = 0
rsz0062_at_grt = no
hold_viol = 0
setup_viol = 0
clock_skew_ns = 0.006184
min_period_ns = 1.793
setup_tns_ns = 0
worst_pin_slew_ns = 0.4352
fmax_mhz = 557.8
max_slew_margin_pct = 70.89

[cts]
post-cts-setup-buffer-count = 0
cts_buffers = 3
cts_tree = done
clkTransAtPathRegs_ns = 0.08
cts-root-buf = clkbuf_8
cts.sinks = 24
h-tree-depth = 1
clk_latency_ns = 0.26
ctsHoldBuffers = 0
post_cts_resized = 0
clock_path_buffers = 2

[placement]
place.gp.congestion = 0.7490
dp_hpwl_mm = 1.148
io_buffers = 3

[flow_run]
max_cap_viol_count = 0
warnings = 25

[logic_synthesis]
yosysWarnings = 4
ys_seq_share_pct = 47.06
synth-cells-yosys = 110
ys_chip_area_mm2 = 0.001021
ys_ff = 24
syn_avg_cell_area_um2 = 9.282
top_cells_by_area = dfxtp_1 (47%), xnor2_1 (9.4%), nor2_1 (5.9%)
syn_inst = 110
yosys.area.top_type_share_pct = 47.06
syn_area_mm2 = 0.001021
yosysTopAreaCell = dfxtp_1
yosys.cell_types.count = 26

[grt]
grt_usage_pct = 2.410
grt_overflow = 0
grt_pass1_vias = 659
grt_antenna_before_repair = 0
grt_max_degree = 15
grt_pass1_wl_mm = 2.753

[critical_path]
worstPathRequired_ns = 3.19
cp-start-kind = flop
cp_max_fo = 6
worstSetupPathType = flop to flop
critPathCaptureType = flop
arrival_ns = 1.98

[floorplan]
placeableCoreArea_mm2 = 0.008217
io-pin-count = 4
rows = 33
chipArea_mm2 = 0.01254
die_h_um = 112
die_w_um = 112
fp_util_pct = 12.43

[power_and_ir_drop]
clkPwrFrac_pct = 38.6
power_leakage_nw = 0.3738
p_sw_share_pct = 19.67
power_density_mw_per_mm2 = 452.5
combPwrFrac_pct = 2.6
p_int_uw = 445.7
power_switching_uw = 109.2
power_frac_seq_pct = 58.8
peakVddDrop_v = 0.0002259

[hold_path]
hold_class = flop to flop

[drt]
vias_per_cell = 3.364
drc = 0
drtIter0Drc = 9
antenna_cells = 0
drt_wl_total_mm = 1.626
drt_pass1_iterations = 2
num_vias = 740
antenna_left = 0
drt-wirelength-per-cell_um = 7.391

[cells_and_area]
num-fill-cells = 900
area_growth_pct = 20.10
lay_top_count = dfxtp_1
drive_gt1_share_pct = 7.826
final_cell_mix = dfxtp_1 (24), nor2_1 (16), xnor2_1 (11)

[status]
status = finished, final reports clean
cells in the mapped netlist:
library cell  instances
nand4_1               4
nand2_1               4
clkbuf_1              2
nor2_1               16
nor3b_1               1
buf_6                 1
or3_1                 4
and3_1                2
or3_2                 1
nor4_1                5
nand2b_1              3
or3_4                 1
nor3_1                2
and3b_1               1
xnor2_1              11
o21ai_0               4
nand4_2               2
nand3_1               5
inv_1                 3
mux2i_1               2
xor2_1                4
a21oi_1               4
ha_1                  1
nor2b_1               1
dfxtp_1              24
and4_1                2
through the flow:
| step | utilization [%] | power, mW | setup slack (ns) | instances | area (um^2) |
|---|---|---|---|---|---|
| 2_1_floorplan | - | 0.3415 | 1.360 | 110 | 1021 |
| 4_1_cts | 14.92 | 0.5617 | 1.200 | 220 | 1226 |
| 3_3_place_gp | 14.25 | 0.3483 | 1.181 | 216 | 1171 |
| 3_5_place_dp | 14.25 | 0.3484 | 1.172 | 216 | 1171 |
| 5_1_grt | 14.92 | 0.5773 | 1.062 | 220 | 1226 |
| 6_report | 14.92 | 0.5549 | 1.207 | 220 | 1226 |
worst paths after layout:
check / startpoint / endpoint / slack, ns / cells after the start
setup / recovery: btn_in0.enable_gen0.counter_en0.flopr_en0.o_y[0] / btn_in0.enable_gen0.counter_en0.flopr_en0.o_y[18] / 1.21 / 5
hold / removal: btn_in0.bflopr_en0.o_y / btn_in0.bflopr0.o_y / 0.42 / 1
setup reg to reg: btn_in0.enable_gen0.counter_en0.flopr_en0.o_y[0] / btn_in0.enable_gen0.counter_en0.flopr_en0.o_y[18] / 1.21 / 5
hold reg to reg: btn_in0.bflopr_en0.o_y / btn_in0.bflopr0.o_y / 0.42 / 1
worst max-delay path, stage by stage (launching register included):
cell     delay [ns]
dfxtp_1        0.40
ha_1           0.23
nand3_1        0.19
or3_4          0.44
or3_1          0.31
a21oi_1        0.15
state kept, by name (all words and copies together) (netlist names):
| register | flops |
|---|---|
| btn_in0.enable_gen0.counter_en0.flopr_en0.o_y | 20 |
| btn_in0.bflopr_en0.o_y | 1 |
| toggle0.r_sw | 1 |
| btn_in0.bflopr_en1.o_y | 1 |
| btn_in0.bflopr0.o_y | 1 |
logic make-up (layout without fill, tap and decap cells):
group,count (synthesis),in the layout,synth area share [%]
AND-OR/OR-AND,8,8,3.922
multiplexers,2,2,1.961
AND/OR/NAND/NOR,54,54,30.02
adder cells (fa/ha/maj),1,1,1.225
flip-flops,24,24,47.06
XOR/XNOR,15,15,12.87
buffers and inverters,6,11,2.941
power by group through the flow:
stage	registers (mW)	logic, mW	clock network (mW)
after CTS	0.326	0.0149	0.221
after global routing	0.327	0.0157	0.235
final	0.326	0.0144	0.214
layout make-up:
type	count	area (um^2)	share of cell area, %
clock buffer	4	55.05	4.490
inverter	3	11.26	0.9184
multi-input combinational	80	510.5	41.63
sequential	24	480.5	39.18
tap	105	131.4	10.71
timing repair buffer	4	37.54	3.061
per-layer routing:
| metal | vias to the layer above | global-route usage, % | wire length, um |
|---|---|---|---|
| met3 | 2 | 0.4343 | 31 |
| met2 | 3 | 3.846 | 712 |
| met5 | - | 0 | 0 |
| met1 | 343 | 3.325 | 870 |
| li1 | 392 | - | - |
| met4 | 0 | 0.5076 | 12 |
Power figures rest on the tool's default switching activity, not on a simulated workload.
